==> flow/design.v <==
module fdiv (clkin,clkout);
input clkin;
output reg clkout;
integer cont;
initial
   cont=0;
always @(posedge clkin)
  begin
	if (cont==2500000)
		begin
			cont<=0;
			clkout<=~clkout;
		end
		else
		begin
			cont<=cont+1;
			clkout<=clkout;
		end
   end
endmodule
==> flow/run.sh <==
#!/bin/bash
# OpenROAD 26Q1-2900-gdf79404cd8, Yosys 0.63+post, stock flow scripts
make -C /OpenROAD-flow-scripts/flow DESIGN_CONFIG=/design/flow/config.mk WORK_HOME=/design/flow/orfs finish
==> flow/config.mk <==
export PLATFORM = sky130hd
export DESIGN_NAME = fdiv
export DESIGN_NICKNAME = fdiv
export VERILOG_FILES = /design/flow/design.v
export SDC_FILE = /design/flow/constraint.sdc
export NUM_CORES = 4
export LEC_CHECK = 1
export CORE_UTILIZATION = 30
==> flow/constraint.sdc <==
current_design fdiv

set clk_period 4.8
set clk_io_pct 0.2

create_clock -name clk0 -period $clk_period [get_ports {clkin}]

set non_clock_inputs [all_inputs -no_clocks]
set_input_delay [expr $clk_period * $clk_io_pct] -clock clk0 $non_clock_inputs
set_output_delay [expr $clk_period * $clk_io_pct] -clock clk0 [all_outputs]
==> run_results.csv <==
group,metric,value,unit
setup_path,startpoint,"clkout$_DFFE_PN_",
power_and_ir_drop,p_seq_frac,0.573,
floorplan,core.rowCount,25,
clock_tree,ctsResizeCount,0,
layout,syn2layout_area_growth,12.3,%
clock_tree,clk_pin_slew,0.06,ns
layout,drive_above_1_share,0.0909,
setup_path,arrival,1.07,ns
grt,grt_overflow_total,0,
layout,fin_cells,221,
grt,grt.busiest_layer,"met1",
placement,place_hpwl,1790,µm
layout,final_cell_mix,"32 x dfxtp_1, 21 x xnor2_1, 14 x nand3_1, 14 x nand4_1, 13 x nor2_1",
power_and_ir_drop,p_comb_frac,0,
setup_path,r2r-start,"cont[0]$_SDFF_PN0_",
drt,drt_first_pass_iters,4,
setup_path,crit_path_start_kind,"register",
floorplan,die_x,71.9,µm
setup_path,critPathTopFamily,"buffers and inverters",
power_and_ir_drop,power,480,µW
synth,ys.flops,33,
synth,ys_warn_count,1,
clock_tree,cts_made_buffers,5,
floorplan,floorplan.core_util,0.310,
grt,antenna_found_initial,0,
grt,track_usage,0.113,
final_timing,post-route-min-period,2.03,ns
clock_tree,post_cts_buffers,0,
final_timing,clock_skew,0.00647,ns
drt,drc_errors,0,
grt,grt_pass1_vias,998,
setup_path,worstPathCellList,"clkdlybuf4s50_1",
clock_tree,cts_buffer_depth,2,
clock_tree,clock_latency,0.28,ns
final_timing,setup_violations,0,
setup_path,crit_fanout,2,
floorplan,num_io_pins,2,
synth,ys_seq_frac,0.458,
setup_path,worst_setup_path_end_kind,"primary output",
setup_path,critical_path_class,"reg2out",
clock_tree,numClockSinks,33,
floorplan,die_y,71.9,µm
hold_path,hp-class,"reg2reg",
clock_tree,cts_max_level,2,
power_and_ir_drop,peakVddDrop,0.000117,V
synth,ys_cells,146,
floorplan,chip_area,0.00516,mm²
job,maxCapViolations,0,
final_timing,worstMarginPinSlew,0.574,ns
final_timing,clock.fmax,492,MHz
synth,netlist_instances,146,
layout,layout_top_cell,"dfxtp_1",
power_and_ir_drop,p_sw,91.6,µW
placement,placed_cells,214,
final_timing,finalHoldViolCount,0,
synth,avgSynthCellArea,10.0,µm²
job,warnings,26,
grt,grt_use_met1,0.177,
grt,grt_pass1_wl,4530,µm
grt,grt_max_degree,11,
drt,diodes,0,
drt,vias,1045,
drt,ant_nets,0,
clock_tree,cts_tree,"done",
clock_tree,cts-root-buf,"clkbuf_8",
drt,drt_iter0_markers,63,
setup_path,critPathBufInv,1,
final_timing,relSlewSlack,0.615,
power_and_ir_drop,pwr-share-clk,0.427,
grt,grt_use_met2,0.162,
floorplan,coreArea,0.00472,mm²
setup_path,critPathRequiredTime,3.84,ns
final_timing,rsz0062_at_grt,"no",
drt,vias_per_cell,4.73,
setup_path,slowest_delay,0.46,ns
synth,yosys.cell_types.count,28,
clock_tree,postCtsHoldBufs,0,
grt,use_met3,0.0257,
final_timing,finalCritPeriodShare,0.424,
placement,numPortBuffers,1,
final_timing,maxSlewViolCount,0,
final_timing,worst_slack,2.77,ns
hold_path,hold_start,"cont[0]$_SDFF_PN0_",
placement,post-place-ws,2.91,ns
synth,ys_area,0.00146,mm²
power_and_ir_drop,switching_share,0.191,
drt,routed_wl,2550,µm
placement,gp_congestion,0.794,
drt,routedWlPerCell,11.5,µm
synth,syn_area,0.00146,mm²
power_and_ir_drop,p_per_area,292,mW/mm²
setup_path,crit_path_top_delay_cell,"clkdlybuf4s50_1",
final_timing,fin_tns_setup,0,ns
layout,fin_util,0.348,
power_and_ir_drop,p_leak,0.505,nW
status,outcome,"completed",
power_and_ir_drop,p_int,389,µW
[sequential cells by signal, summed over array words and instances, names as in the netlist]
| name | cells |
|---|---|
| clkout | 1 |
| cont | 32 |
[per-stage QoR]
stage          hold WS (ns)  area (µm²)
2_1_floorplan         0.435        1460
6_report              0.486        1640
4_1_cts               0.484        1640
3_5_place_dp          0.471        1560
5_1_grt               0.506        1640
3_3_place_gp          0.471        1560
[worst reg2reg max path: stages, from the launching register on]
cell      delay (ns)
dfxtp_1         0.35
inv_1           0.07
ha_1            0.13
nor4b_1         0.29
nand4b_1        0.22
nor2_2          0.46
[cell usage after synthesis]
library cell,number,share of area
and4_1,1,0.0060
nand3_1,14,0.048
nor4b_1,2,0.012
o21ai_0,2,0.0068
and3_1,2,0.0085
a21oi_1,1,0.0034
nand4_1,14,0.060
inv_1,6,0.015
nor4bb_1,1,0.0068
nand2_1,8,0.021
nor2_1,13,0.033
nor4_4,3,0.044
dfxtp_1,32,0.44
nand4_4,1,0.015
xnor2_1,21,0.13
edfxtp_1,1,0.021
a2bb2o_1,1,0.0068
mux2i_1,1,0.0068
nand4b_1,1,0.0060
nor2b_1,1,0.0043
ha_1,2,0.017
nor4_1,3,0.013
and4bb_2,1,0.0085
nor2_2,1,0.0043
a31o_2,1,0.0060
xor2_1,6,0.036
nand3_4,1,0.012
nor3_1,5,0.017
[area by class of cell]
type                            instances  area (µm²)
Timing Repair Buffer                    1        10.0
Inverter                                6        22.5
Tap cell                               67        83.8
Sequential cell                        33         671
Clock buffer                            7        86.3
Multi-Input combinational cell        107         771
Fill cell                             481        3080
[path summary, 6_finish.rpt]
kind / end / slack (ns) / cells past startpoint
worst max-delay path: clkout / 2.77 / 1
worst min-delay path: cont[0]$_SDFF_PN0_ / 0.49 / 1
worst max register to register: clkout$_DFFE_PN_ / 2.91 / 5
worst min register to register: cont[0]$_SDFF_PN0_ / 0.49 / 1
[power by group through the flow]
stage                 registers (mW)   logic (mW)  clock network (mW)
final                          0.275  0.000000192               0.205
after CTS                      0.275  0.000000192               0.213
after global routing           0.275  0.000000192               0.225
[routing by layer]
metal	part of all wire	up-vias
li1	-	542
met1	0.53	480
met2	0.41	16
met3	0.037	7
met4	0.025	0
met5	0	-
[kinds of logic after synthesis]
logic type	synth area share
xor gates and xnor gates	0.162
muxes	0.00684
buffers and inverters	0.0154
DFF	0.458
adders and majority gates	0.0171
and+or+nand+nor	0.318
AOI/OAI and AO/OA	0.0231
Power is estimated from default activity; no workload was simulated.
