[/design/flow/run.sh]
#!/bin/bash
# OpenROAD 26Q1-2900-gdf79404cd8, Yosys 0.63+post, stock flow scripts
make -C /OpenROAD-flow-scripts/flow DESIGN_CONFIG=/design/flow/config.mk WORK_HOME=/design/flow/orfs finish
[/design/flow/config.mk]
export PLATFORM = sky130hd
export DESIGN_NAME = Explosao
export DESIGN_NICKNAME = Explosao
export VERILOG_FILES = /design/flow/design.v
export SDC_FILE = /design/flow/constraint.sdc
export NUM_CORES = 4
export LEC_CHECK = 1
export CORE_AREA = 10 10 114 114
export DIE_AREA = 0 0 124 124
[/design/flow/constraint.sdc]
current_design Explosao

set clk_period 3.0
set clk_io_pct 0.2

create_clock -name clk0 -period $clk_period [get_ports {CLOCK}]

set non_clock_inputs [all_inputs -no_clocks]
set_input_delay [expr $clk_period * $clk_io_pct] -clock clk0 $non_clock_inputs
set_output_delay [expr $clk_period * $clk_io_pct] -clock clk0 [all_outputs]
[/design/flow/design.v]
module Explosao(
	input logic TEMPO_ACABOU,
	input logic CLOCK,
	output logic [6:0] EXPLOSAO_HEX0,
	output logic [6:0] EXPLOSAO_HEX1,
	output logic [6:0] EXPLOSAO_HEX2,
	output logic [6:0] EXPLOSAO_HEX3,
	output logic [6:0] EXPLOSAO_HEX4,
	output logic [6:0] EXPLOSAO_HEX5,
	output logic [6:0] EXPLOSAO_HEX6,
	output logic [6:0] EXPLOSAO_HEX7,
	output logic [17:0] EXPLOSAO_LEDR
);
logic [6:0] counter;
logic [6:0] EXPLOSAO_HEX;
logic EXPLOSAO_LEDR0;
logic EXPLOSAO_LEDR1;
logic EXPLOSAO_LEDR2;
logic EXPLOSAO_LEDR3;
logic counter00;
logic counter01;
logic counter10;
logic counter11;
assign counter00 = ~counter[1] & ~counter[0];
assign counter01 = ~counter[1] & counter[0];
assign counter10 = counter[1] & ~counter[0];
assign counter11 = counter[1] & counter[0];
always_ff @(posedge CLOCK) begin
	if (!TEMPO_ACABOU) counter <= 0;
	casex (counter)
		7'b00xxxxx: begin  
			if (TEMPO_ACABOU) counter <= counter + 1;
			EXPLOSAO_HEX[0] <= ~counter00;
			EXPLOSAO_HEX[1] <= ~counter00;
			EXPLOSAO_HEX[2] <= ~counter01;
			EXPLOSAO_HEX[3] <= ~counter01;
			EXPLOSAO_HEX[4] <= ~counter10;	
			EXPLOSAO_HEX[5] <= ~counter10;
			EXPLOSAO_HEX[6] <= ~counter11;
			EXPLOSAO_LEDR0   <= counter00;
			EXPLOSAO_LEDR1   <= counter01;
			EXPLOSAO_LEDR2   <= counter10;
			EXPLOSAO_LEDR3   <= counter11;
			EXPLOSAO_HEX0 <= EXPLOSAO_HEX;
			EXPLOSAO_HEX1 <= EXPLOSAO_HEX;
			EXPLOSAO_HEX2 <= EXPLOSAO_HEX;
			EXPLOSAO_HEX3 <= EXPLOSAO_HEX;
			EXPLOSAO_HEX4 <= EXPLOSAO_HEX;
			EXPLOSAO_HEX5 <= EXPLOSAO_HEX;
			EXPLOSAO_HEX6 <= EXPLOSAO_HEX;
			EXPLOSAO_HEX7 <= EXPLOSAO_HEX;
			EXPLOSAO_LEDR[0]   <= EXPLOSAO_LEDR0;
			EXPLOSAO_LEDR[4]   <= EXPLOSAO_LEDR0;
			EXPLOSAO_LEDR[8]   <= EXPLOSAO_LEDR0;
			EXPLOSAO_LEDR[12]  <= EXPLOSAO_LEDR0;
			EXPLOSAO_LEDR[16]  <= EXPLOSAO_LEDR0;
			EXPLOSAO_LEDR[1]   <= EXPLOSAO_LEDR1;
			EXPLOSAO_LEDR[5]   <= EXPLOSAO_LEDR1;
			EXPLOSAO_LEDR[9]   <= EXPLOSAO_LEDR1;
			EXPLOSAO_LEDR[13]  <= EXPLOSAO_LEDR1;
			EXPLOSAO_LEDR[17]  <= EXPLOSAO_LEDR1;
			EXPLOSAO_LEDR[2]   <= EXPLOSAO_LEDR2;
			EXPLOSAO_LEDR[6]   <= EXPLOSAO_LEDR2;
			EXPLOSAO_LEDR[10]  <= EXPLOSAO_LEDR2;
			EXPLOSAO_LEDR[14]  <= EXPLOSAO_LEDR2;
			EXPLOSAO_LEDR[3]   <= EXPLOSAO_LEDR3;
			EXPLOSAO_LEDR[7]   <= EXPLOSAO_LEDR3;
			EXPLOSAO_LEDR[11]  <= EXPLOSAO_LEDR3;
			EXPLOSAO_LEDR[15]  <= EXPLOSAO_LEDR3;
		end
		7'b1xxxxxx: begin  
			EXPLOSAO_HEX4 <= 7'b1000001;  
			EXPLOSAO_HEX3 <= 7'b0100001;  
			EXPLOSAO_HEX2 <= 7'b1111001;  
			EXPLOSAO_HEX1 <= 7'b0000110;  
			EXPLOSAO_HEX0 <= 7'b0100001;  
		end
		default:  begin  
			if (TEMPO_ACABOU) counter <= counter + 1;
			EXPLOSAO_HEX0 <= 7'b1111111;
			EXPLOSAO_HEX1 <= 7'b1111111;
			EXPLOSAO_HEX2 <= 7'b1111111;
			EXPLOSAO_HEX3 <= 7'b1111111;
			EXPLOSAO_HEX4 <= 7'b1111111;
			EXPLOSAO_HEX5 <= 7'b1111111;
			EXPLOSAO_HEX6 <= 7'b1111111;
			EXPLOSAO_HEX7 <= 7'b1111111;
			EXPLOSAO_LEDR <= 0;
		end
		endcase
end
endmodule
==> summary.txt <==
Implementation run completed; key figures follow.

Pwr:
- The run puts the peak supply drop at 0.1537 mV.
- The run puts the power per unit of standard cell area at 507.4 mW/mm^2.
- The design draws approximately 1100 uW.
- The run puts the design internal power at 877.5 uW.
- The run gives the fraction of power spent switching nets as approximately a fifth.
- In this run the static leakage power is 0.0007944 uW.
- Per report_power, the combinational group accounts for 17.6% of the total.
- The run puts the proportion of power drawn by the clock network at a little over a third.
- The run gives the reported net switching power as 210.1 uW.
- Per report_power, the sequential group accounts for 47.4% of the total.

Logic synthesis:
- Sorting the Yosys area breakdown by cell type puts at the top sky130_fd_sc_hd__edfxtp_1.
- The warning tally printed by Yosys for this design is 1.
- The run gives the number of instances in the synthesized netlist as approximately 140.
- The run gives the synthesized cell area as 0.001560 mm^2.
- Of all flip-flops after synthesis, the portion carrying an async set or reset was 0%.
- The area fraction of the largest cell type after synthesis is 30.79%.
- The run gives the post-synthesis average cell area as between 10 and 15 um^2.
- Looking at the gate-level netlist, the highest instance count belongs to sky130_fd_sc_hd__buf_4.
- The run puts the register bit total from synthesis at 31.
- The run gives the leading register cell type out of synthesis as sky130_fd_sc_hd__edfxtp_1.
- The synthesis run shows the most used standard cells to be sky130_fd_sc_hd__buf_4 (58), sky130_fd_sc_hd__edfxtp_1 (16), sky130_fd_sc_hd__dfxtp_1 (15).
- In the Yosys report the total cell count is roughly 140.
- The run puts the sequential-to-total area share from yosys stat at 50.04%.
- Counting flops with a built-in enable in the synthesized netlist gives 16.
- By area the synthesized netlist is led by sky130_fd_sc_hd__edfxtp_1 (31%), sky130_fd_sc_hd__buf_4 (28%), sky130_fd_sc_hd__dfxtp_1 (19%).
- The run gives the number of distinct library cells after synthesis as 21.
- For this run, the chip area from Yosys synthesis comes to ~0.0016 mm^2.

Worst setup path:
- The run puts the critical path depth at 1.
- According to the timing report, the critical path is launched from EXPLOSAO_HEX1[3]$_DFF_P_.
- The worst setup path is launched from a flip-flop.
- Per the timing report, the most critical flop-to-flop path originates at counter[6]$_DFF_P_.
- The run puts the stage delay of the slowest cell on the critical path at about 520 ps.
- Traced cell by cell, the critical path runs through clkdlybuf4s50_1.
- The run puts the total buffers and inverters traversed by the critical path at 1.
- The run puts the depth of the worst register-to-register path at 2.
- Data arrives at the worst endpoint at 1240 ps.
- The run puts the endpoint required time on the critical path at 2400 ps.
- The worst setup path is captured at an output port.
- The cell family contributing the most delay on the critical path is buffers and inverters.
- The run puts the maximum fanout along the worst path at 8.
- The timing report shows that the slowest cell on the worst path is sky130_fd_sc_hd__clkdlybuf4s50_1.
- The run gives the critical path class as reg -> out.

Route:
- In the final routed layout, each cell accounts on average for between 10 and 15 um.
- The final antenna diode tally reported by the flow is 0.
- The final layout contains routed wiring with a total length of 3.236 mm.
- The run gives the number of iterations in the first detailed-routing pass as 2.
- The run puts the post-detailed-route count of antenna-violating nets at 0.
- After the first detailed-routing iteration, the DRC count stood at 35.
- The run gives the via count as 893.
- The run gives the DRC violations left as 0.
- The run gives the average via count per standard cell as about 3.

CTS:
- The run gives the CTS tree as yes.
- The run gives the post-cts sizing count as 0.
- The run puts the clock sink count at 31.
- The run gives the number of setup buffers added after CTS as 0.
- The run puts the post-CTS clock slew at the launch and capture registers of the worst setup and hold paths at about 60 ps.
- Per the CTS log, the root buffer master is sky130_fd_sc_hd__clkbuf_8.
- In this run, CTS created clock tree buffers numbering 5.
- CTS built an H-tree with a depth of 2.
- The run puts the post-cts hold buffer count at 0.
- Looking at the clock tree report, the maximum root-to-sink buffer count equals 2.
- The run gives the clock insertion delay at the later pin of the skew report as 280 ps.

Floorplan:
- The run gives the top-level I/O count as 76.
- According to the floorplan report, the placeable core area is 0.01042 mm^2.
- The run puts the height of the die at 124 um.
- The run puts the width of the chip at 124 um.
- The run gives the chip area as 0.01538 mm^2.
- Once the floorplan was initialized, standard cells occupied between 10% and 20% of the core.
- The run puts the site row count at 37.

Cells and area:
- The run gives the share of final-layout standard cells stronger than drive strength 1 as 6.024%.
- The run puts the filler cell count at ~1100.
- The run puts the count of placed standard cells in the final layout, fillers left out at 302.
- The flow measured a signed area growth from synthesis to layout of 37.37%.

Placement:
- The run gives the number of buffers inserted by port buffering as 75.
- The run gives the weighted congestion at the end of routability-driven global placement as 0.7050.
- The run gives the half-perimeter wire length after placement as approximately 2.6 mm.
- Once placement completed, the tool counted placed cells totaling 294.
- The run gives the worst setup timing slack at the placement stage as 1445 ps.

Final timing:
- Setup repair after global routing left no endpoint under its margin.
- Looking at the max-slew report, the worst-margin pin has a slew of 778.0 ps.
- The run gives the max-slew headroom at the worst pin as 47.94%.
- The run puts the count of pins over their slew limit at 0.
- The run gives the final number of hold-violating endpoints as 0.
- The worst path meets setup with 1163 ps of slack.
- OpenROAD reports that the post-layout worst path occupies 61.25% of the period.
- The run puts the setup TNS at 0 ps.
- The run gives the peak clock frequency supported by timing as between 500 and 600 MHz.
- The run gives the final count of negative-setup-slack endpoints as 0.
- Across the routed clock network, the largest skew measured is 5.731 ps.
- The worst path needs 1837 ps of the cycle, external delays included.

Global route:
- The run gives the first-pass GRT wire length as about 4.6 mm.
- The via count of the first global-routing pass was 870.
- The number of antenna violations at the first check in global routing came to 0.
- The run gives the largest net degree at the start of global routing as 22.
- The global route stage reports its total congestion overflow as 0.
- Across every metal layer, demand over resource in global routing totals 3.642%.

Hold path:
- In the hold timing report, the worst path depth is 1.
- The run gives the hold path startpoint as EXPLOSAO_HEX[1]$_DFFE_PN_.
- The worst hold path belongs to the class reg -> reg.

Run:
- The run puts the number of max-cap violations at 0.
- The run puts the total tool warning count at 28.

Outcome:
- The flow ran to the end, and the final reports show no timing, DRC or antenna violations.
## stage by stage
step                util [%]  hold WS (ps)  cell area [um^2]
floorplan                  -         444.2              1560
global placement       19.50         476.2              2031
detailed placement     19.50         476.5              2031
CTS                    20.58         491.7              2143
global route           20.58         516.0              2143
finish                 20.58         484.6              2143
## power groups by stage
stage     clock network, uW  logic [uW]  registers (uW)
6_report                382         191             515
5_1_grt                 415         208             523
4_1_cts                 395         198             517
## registers in the layout (all words and copies together), names as in the netlist
register        cells
EXPLOSAO_HEX2       1
EXPLOSAO_HEX        4
EXPLOSAO_LEDR1      1
EXPLOSAO_HEX7       4
EXPLOSAO_HEX0       2
EXPLOSAO_LEDR3      1
EXPLOSAO_LEDR0      1
EXPLOSAO_LEDR2      1
EXPLOSAO_LEDR       4
EXPLOSAO_HEX1       5
counter             7
## final timing paths
path                                               endpoint  slack (ps)
worst max-delay path                       EXPLOSAO_HEX0[3]        1160
worst min register to register     EXPLOSAO_HEX1[1]$_DFF_P_         480
worst min-delay path               EXPLOSAO_HEX1[1]$_DFF_P_         480
worst max register to register  EXPLOSAO_LEDR[15]$_DFFE_PN_        1430
## routing by layer
metal	vias up	global-route usage (%)	wire length [um]
met3	2	2.066	611
met4	0	0.5036	12
met1	400	4.075	1104
met5	-	0	0
met2	46	6.093	1507
li1	445	-	-
## cells by family after synthesis
logic type	after synthesis	synth area share, %
simple gates	32	11.79
xor+xnor	3	1.684
fa+ha+maj	4	3.208
buf+inv	68	30.55
flops	31	50.04
mux	1	0.6416
compound gates	5	2.086
## cell type report
type,instances,area (um^2),share of cell area [%]
sequential,31,780.7,36.43
timing repair buffer,75,750.7,35.03
multi-input combinational,45,302.8,14.13
tap,136,170.2,7.939
clock buffer,7,107.6,5.020
inverter,7,26.28,1.226
clock inverter,1,5.005,0.2335
## layout by cell type (no fill, tap or decap), types with 2 or more instances in the layout
cell / Yosys / final
sky130_fd_sc_hd__clkdlybuf4s50_1: 0 / 75
sky130_fd_sc_hd__dfxtp_1: 15 / 15
sky130_fd_sc_hd__inv_1: 7 / 7
sky130_fd_sc_hd__ha_1: 4 / 4
sky130_fd_sc_hd__edfxtp_1: 16 / 16
sky130_fd_sc_hd__o21ai_0: 2 / 2
sky130_fd_sc_hd__and2_1: 7 / 7
sky130_fd_sc_hd__or3_1: 9 / 9
sky130_fd_sc_hd__xnor2_1: 3 / 3
sky130_fd_sc_hd__clkbuf_8: 0 / 6
sky130_fd_sc_hd__nor2_1: 10 / 10
Power and IR drop assume default switching activity.
