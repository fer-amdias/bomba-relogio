File: config.mk
export PLATFORM = sky130hd
export DESIGN_NAME = Temporizador
export DESIGN_NICKNAME = Temporizador
export VERILOG_FILES = /design/flow/design.v
export SDC_FILE = /design/flow/constraint.sdc
export NUM_CORES = 4
export LEC_CHECK = 1
export CORE_AREA = 10 10 75 75
export DIE_AREA = 0 0 85 85
File: constraint.sdc
current_design Temporizador

set clk_period 4.6
set clk_io_pct 0.2

create_clock -name clk0 -period $clk_period [get_ports {CLOCK}]

set non_clock_inputs [all_inputs -no_clocks]
set_input_delay [expr $clk_period * $clk_io_pct] -clock clk0 $non_clock_inputs
set_output_delay [expr $clk_period * $clk_io_pct] -clock clk0 [all_outputs]
File: design.v
module Temporizador(
	input logic PAUSE,
	input logic RESET,
	input logic CLOCK,  
	output logic [0:3] DECIMOS,
	output logic [0:3] SEGUNDOS_UNIDADE,
	output logic [0:3] SEGUNDOS_DECIMOS,
	output logic [0:3] MINUTOS,
	output logic TEMPO_ACABOU
);
   logic running;
    always_ff @(posedge CLOCK) begin
			if (RESET)
            running <= 1'b1;
        else if (PAUSE)
            running <= 1'b0;
        if (RESET) begin
            DECIMOS <= 0;
            SEGUNDOS_UNIDADE <= 9;
            SEGUNDOS_DECIMOS <= 5;
            MINUTOS <= 2;
				TEMPO_ACABOU <= 0;
        end
        else if (running) begin
            if (MINUTOS == 0 && SEGUNDOS_DECIMOS == 0 && SEGUNDOS_UNIDADE == 0 && DECIMOS == 0) begin
                running <= 0;
					 TEMPO_ACABOU <= 1;
            end
            else begin
						if (DECIMOS == 0) begin
							 DECIMOS <= 9;
							 if (SEGUNDOS_UNIDADE == 0) begin
								  SEGUNDOS_UNIDADE <= 9;
								  if (SEGUNDOS_DECIMOS == 0) begin
										SEGUNDOS_DECIMOS <= 5;
										MINUTOS <= MINUTOS - 1;
								  end
								  else begin
										SEGUNDOS_DECIMOS <= SEGUNDOS_DECIMOS - 1;
								  end
							 end
							 else begin
								  SEGUNDOS_UNIDADE <= SEGUNDOS_UNIDADE - 1;
							 end
						end
						else begin
							 DECIMOS <= DECIMOS - 1;
						end
            end
        end
    end
endmodule
File: run.sh
#!/bin/bash
# OpenROAD 26Q1-2900-gdf79404cd8, Yosys 0.63+post, stock flow scripts
make -C /OpenROAD-flow-scripts/flow DESIGN_CONFIG=/design/flow/config.mk WORK_HOME=/design/flow/orfs finish
==> results.yml <==
# flow metrics
power:
  power_leakage_uw: 0.000455
  p_per_area_mw_per_mm2: 295
  peakVddDrop_uv: 226
die:
  io_pins: 20
  die-width_um: 85
  coreArea_mm2: 0.00406
  initial_core_util_pct: 22.0
  die_h_um: 85
  dieArea_mm2: 0.00723
  num_rows: 23
critical_path:
  max_stage_delay_ns: 0.53
  cp_top_family: "buffers and inverters"
  cp.arrival_ns: 1.27
  crit_type: "register to output port"
  slowest_stage: "clkdlybuf4s50_1"
  path_max_fanout: 8
  crit_chain: "clkdlybuf4s50_1"
  crit_buf_inv: 1
  worstSetupStartpointType: "register"
  end_kind: "output port"
  cp.required_ns: 3.68
timing:
  min_period_ns: 2.19
  fmax_mhz: 457
  setup_tns_ns: 0
  hold_viol: 0
  min_period_over_period_pct: 47.5
  rsz0062_at_grt: "false"
  tightest_slew_ns: 0.576
  relSlewSlack_pct: 61.5
  slew_viol_final: 0
  fin_skew_ns: 0.000619
  setup_viol: 0
cts:
  path_clk_slew_ns: 0.07
  cts_resized: 0
  clkSinkCount: 18
  clockBufferDepth: 2
  tritoncts: "yes"
  cts_buffers: 3
  clock.latency.late_pin_ns: 0.25
  cts-root-buf: "clkbuf_8"
  cts_setup_buffers: 0
  hold_buffers: 0
  htreeDepth: 1
drt:
  ant_nets: 0
  diodes: 0
  avgRoutedWirePerCell_um: 12.4
  vias: 774
  drt_iter0_markers: 50
  drc: 0
  first_pass_iters: 4
  viasPerCell: 4.61
  detail_route.wirelength_um: 2080
grt:
  grt_pass1_wl_um: 3530
  antenna_found_initial: 0
  overflow: 0
  grt.total_usage_pct: 5.72
  grt_max_degree: 17
  grt_pass1_vias: 706
finish:
  drive_gt1_share_pct: 8.47
  area_growth_pct: 32.1
  fillCellCount: 417
  final_core_util_pct: 29.0
synthesis:
  largest_area_cell: "dfxtp_1"
  synthCells: 98
  ys_async_sr_fraction_pct: 0
  top_area_share_pct: 40.4
  synth_chip_area_um2: 892
  ys_types: 35
  synth_area_um2: 892
  edf_count: 0
  top_cells_by_count: "dfxtp_1, nor2_1, a21oi_1"
  ys_cells: 98
  yosys-top-cells-area: "dfxtp_1, nor2_1, a21oi_1"
  avgSynthCellArea_um2: 9.10
  top_cell: "dfxtp_1"
  yosys_warnings: 1
  ys_ff: 18
  ff_type: "dfxtp_1"
  ys_seq_share_pct: 40.4
placed_design:
  hpwl_um: 1550
  gp_congestion: 0.827
  portBuffers: 19
worst_hold_path:
  hold_path_class: "register to register"
run:
  warnings: 26
  drv_cap: 0
outcome:
  outcome: "complete, no violations"
[per-layer routing]
layer / track usage (%) / vias up / wire (um)
li1: - / 398 / -
met1: 8.19 / 355 / 1090
met3: 2.60 / 2 / 155
met2: 8.04 / 19 / 823
met4: 0.299 / 0 / 12
met5: 0 / - / 0
[kinds of logic after synthesis]
family | share of synthesized area, %
DFF | 40.4
muxes | 3.51
AOI/OAI and AO/OA | 17.4
and+or+nand+nor | 32.0
adders and majority gates | 2.80
xor gates and xnor gates | 0.982
buffers and inverters | 2.95
[flip-flops by register name (all words and copies together), names as in the netlist]
register / flops
SEGUNDOS_UNIDADE: 4
SEGUNDOS_DECIMOS: 4
running: 1
DECIMOS: 4
TEMPO_ACABOU: 1
MINUTOS: 4
[power breakdown]
part           switching [uW]  total, uW  internal, uW  leakage, uW
logic                    24.3       56.2          31.9     0.000287
registers                15.2        181           166     0.000147
clock network            52.3        110          58.2    0.0000216
[placed cells by master (no fill, tap or decap), drive strengths merged, types with 3 or more instances in the layout]
cell / instances
a21oi: 7
nand3: 3
nor2: 14
nor4: 4
o21ai: 5
nor3: 3
clkbuf: 3
nand2: 5
dfxtp: 18
nand4: 3
clkdlybuf4s50: 19
inv: 5
[cell type report]
type | instances | area [um2] | area share (%)
multi-input cells | 73 | 505 | 42.9
clock buffers | 3 | 41.3 | 3.50
inverters | 5 | 18.8 | 1.59
repair buffers | 19 | 190 | 16.1
well taps | 50 | 62.6 | 5.31
flip-flops and latches | 18 | 360 | 30.6
[through the flow]
stage	hold slack, ns	setup slack [ns]	instances	power [uW]	cell area [um2]
2_1_floorplan	0.418	2.79	98	213	892
3_3_place_gp	0.487	2.23	165	241	1140
3_5_place_dp	0.455	2.18	165	242	1140
4_1_cts	0.484	2.40	168	351	1180
5_1_grt	0.537	2.34	168	368	1180
6_report	0.476	2.41	168	348	1180
[path summary, 6_finish.rpt]
check | cells past startpoint | slack [ns] | from | to
worst min-delay path | 1 | 0.48 | TEMPO_ACABOU | TEMPO_ACABOU
worst max register to register | 4 | 2.56 | SEGUNDOS_UNIDADE[3] | MINUTOS[3]
worst max-delay path | 1 | 2.41 | SEGUNDOS_DECIMOS[1] | SEGUNDOS_DECIMOS[1]
worst min register to register | 1 | 0.48 | TEMPO_ACABOU | TEMPO_ACABOU
Power is estimated from default activity; no workload was simulated.
